**flow/run.sh**
```bash
#!/bin/bash
# OpenROAD 26Q1-2900-gdf79404cd8, Yosys 0.63+post, stock flow scripts
make -C /OpenROAD-flow-scripts/flow DESIGN_CONFIG=/design/flow/config.mk WORK_HOME=/design/flow/orfs finish
```
**flow/config.mk**
```make
export PLATFORM = sky130hd
export DESIGN_NAME = RegisterFile
export DESIGN_NICKNAME = RegisterFile
export VERILOG_FILES = /design/flow/design.v
export SDC_FILE = /design/flow/constraint.sdc
export NUM_CORES = 4
export LEC_CHECK = 1
export CORE_UTILIZATION = 40
```
**flow/constraint.sdc**
```tcl
current_design RegisterFile

set clk_period 6.0
set clk_io_pct 0.2

create_clock -name clk0 -period $clk_period [get_ports {clk}]

set non_clock_inputs [all_inputs -no_clocks]
set_input_delay [expr $clk_period * $clk_io_pct] -clock clk0 $non_clock_inputs
set_output_delay [expr $clk_period * $clk_io_pct] -clock clk0 [all_outputs]
```
**flow/design.v**
```verilog
module RegisterFile(
    input [4:0] ra1,
    input [4:0] ra2,
    input [4:0] wa,
    input [31:0] wd,
    input we,
    input clk,
    output [31:0] rd1,
    output [31:0] rd2
    );
    reg [31:0] memory[0:31]  ;
    assign rd1 = memory[ra1];
    assign rd2 = memory[ra2];
    always @(posedge clk)
    begin
        if (we && (wa != 5'd0))
            memory[wa] <= wd;
        else
            memory[wa] <= memory[wa];
    end
    initial begin
        memory[0] = 32'd0;
    end
endmodule
```
==> impl.org <==
#+TITLE: Flow metrics

** Outcome
- Status :: finished clean

** Pwr
- Looking at the VDD voltage map, the peak drop is 0.000252 V.
- Sw Share :: 0.229
- The script extracted a total leakage power of 20.7 nW.
- Net switching component of the power :: 3.70 mW
- Pwr Density :: 287 mW/mm²
- Proportion of power drawn by the clock network :: 0.408
- Sequential cell fraction of total power :: 0.497
- Cell internal pwr :: 12.4 mW
- Of the total power, combinational logic draws 0.095.

** Die
- Fp_density :: 0.405
- The floorplan step defined a core boundary enclosing 0.120 mm².
- Pin placement for this block handled 113 I/O pins.
- According to the floorplan report, the die width is 351 µm.
- Overall die height :: 351 µm
- The initialized floorplan defines 127 standard-cell rows.
- Per the OpenROAD floorplan log, the area of the die is 0.123 mm².

** STA
- For the pin with the worst max-slew slack, the measured transition is 977 ps.
- Setup repair after global routing missed its margin :: no
- For reference, the final report shows the hold violation count at 0.
- Setup violation total in the final timing report :: 0
- Hold WS :: 1340 ps
- Timing would allow up to 187 MHz.
- Slew margin rel. :: 0.347
- For the final routed database, the setup TNS stands at 0 ps.
- In the final report, the number of pins over their slew limit comes to 0.
- The final timing report derives a shortest allowable period of 5350 ps.
- Dividing the final minimum period by the clock period gives 0.891.

** Synthesis
- Synthesis inferred 1024 register bits.
- Per the Yosys statistics, synthesis produced 3386 cells.
- Yosys mapped the design onto 24 distinct sky130hd cell types.
- After synthesis, the cell types taking the most area are sky130_fd_sc_hd__edfxtp_1, sky130_fd_sc_hd__mux2i_1, sky130_fd_sc_hd__a22oi_1.
- In the synthesized netlist, the number of instances is 3386.
- After synthesis, the mean cell area works out to 14.4 µm².
- Cell Area, Synth :: 0.0488 mm²
- The synthesized design spends more area on one cell type than any other, namely sky130_fd_sc_hd__edfxtp_1.
- Top area contributor share :: 0.631
- The stat command in Yosys gives a chip area of 0.0488 mm².
- Share of the yosys chip area belonging to registers :: 0.631
- Warnings reported by Yosys during synthesis add up to 1.

** Worst setup path
- Req. time, crit path :: 4800 ps
- By startpoint and endpoint, the worst setup path is classified as input port to output port.
- Highest fanout seen on the critical path :: 16
- The OpenROAD report gives the critical path a data arrival time of 4150 ps.
- CP startpoint kind :: input port
- STA classifies the critical path endpoint as an output port.

** Route
- Detailed-route iteration 0 reported a violation count of 2195.
- In the routed layout, each cell is associated on average with a via count of 5.89.
- Detailed routing inserted a total of 31000 vias.
- Number of detailed-route iterations in the first pass :: 5
- For this run, design rule violations remaining after detail routing come to 0.
- Nets still carrying antenna violations after routing amount to 0.
- After detailed routing, the total wire length is 152000 µm.
- Post-DR wirelength/cell :: 28.8 µm

** Cells and area
- After routing the design area is 0.0562 mm².
- Layout cells sized above 1 :: 0.108
- Core Util, Final :: 0.466
- Largest registers :: memory x1024
- The area growth from synthesis to layout is 15.2%.
- Max reg flops :: 1024
- The layout has 10400 filler cells.
- Largest reg by FF count :: memory

** Flow run
- Tally of OpenROAD warnings :: 26
- The number of maximum-capacitance violations recorded for the run is 0.

** Placed design
- Estimated wirelength of the detail-placed design :: 87600 µm
- Total cell area at the placement stage :: 0.0527 mm²
- The count of buffers added on input and output ports is 112.
- The final weighted congestion recorded by global placement is 0.898.

** Clocking
- Clock tree buffer depth :: 3
- The CTS log lists the clock sinks for this run as 1024.
- Gates resized, CTS repair :: 0
- Post-CTS Hold Fix Bufs :: 0
- Buffers inserted during clock tree synthesis total 104.
- TritonCTS built the clock tree.
- The H-tree was split into 3 levels.
- Root Buffer :: sky130_fd_sc_hd__clkbuf_16
- Clock-pin slew on the worst setup and hold paths :: 70 ps
- Post-CTS Setup Bufs :: 0

** GRT
- All-Layer GR Usage :: 0.264
- Number of global-route vias before repair :: 31500
- Initial antenna violation count :: 7
- Wire length of the first global-routing pass :: 216000 µm
- Entering global routing, the biggest net connects 73 pins.
- Global routing finished with a remaining overflow of 0.

** Hold path
- Worst hold path class :: input port to flip-flop
[path summary, 6_finish.rpt]
| check | start | endpoint | slack, ps | cells past startpoint |
|---|---|---|---|---|
| worst max-delay path | ra1[2] | rd1[23] | 650 | 8 |
| worst min-delay path | wd[18] | memory[26][18] | 1340 | 2 |
[kinds of logic (layout without fill, tap and decap cells)]
logic type | after synthesis | after routing | share of synthesized area
other cells | 1 | 33 | 0.0000769
compound gates | 576 | 576 | 0.0805
flops | 1024 | 1024 | 0.631
mux | 1024 | 1024 | 0.210
simple gates | 508 | 508 | 0.0471
buf+inv | 253 | 493 | 0.0315
[routing by layer]
layer  up-vias  part of all wire  track usage
li1      13700                 -            -
met1     15400              0.36        0.343
met2      1610              0.47        0.402
met3       264              0.13        0.144
met4        12             0.029       0.0615
met5         -           0.00047      0.00314
[cells in the mapped netlist]
| cell | instances |
|---|---|
| sky130_fd_sc_hd__buf_2 | 62 |
| sky130_fd_sc_hd__a21oi_1 | 192 |
| sky130_fd_sc_hd__nor3_1 | 64 |
| sky130_fd_sc_hd__clkbuf_4 | 4 |
| sky130_fd_sc_hd__or3_1 | 1 |
| sky130_fd_sc_hd__nand2_1 | 195 |
| sky130_fd_sc_hd__nor2_1 | 34 |
| sky130_fd_sc_hd__mux2i_1 | 1024 |
| sky130_fd_sc_hd__a22o_1 | 128 |
| sky130_fd_sc_hd__a31oi_1 | 64 |
| sky130_fd_sc_hd__buf_1 | 11 |
| sky130_fd_sc_hd__nand3_1 | 194 |
| sky130_fd_sc_hd__conb_1 | 1 |
| sky130_fd_sc_hd__buf_6 | 37 |
| sky130_fd_sc_hd__buf_4 | 57 |
| sky130_fd_sc_hd__clkbuf_1 | 82 |
| sky130_fd_sc_hd__nor2b_1 | 4 |
| sky130_fd_sc_hd__or2_2 | 2 |
| sky130_fd_sc_hd__nand3b_1 | 5 |
| sky130_fd_sc_hd__or3b_2 | 3 |
| sky130_fd_sc_hd__a22oi_1 | 192 |
| sky130_fd_sc_hd__edfxtp_1 | 1024 |
| sky130_fd_sc_hd__nand2b_1 | 4 |
| sky130_fd_sc_hd__and2_1 | 2 |
[cell usage in the layout (no fill, tap or decap), types with 3 or more instances in the layout]
cell type,synthesis,final
sky130_fd_sc_hd__clkbuf_16,0,107
sky130_fd_sc_hd__mux2i_1,1024,1024
sky130_fd_sc_hd__nand3_1,194,194
sky130_fd_sc_hd__conb_1,1,32
sky130_fd_sc_hd__buf_4,57,144
sky130_fd_sc_hd__bufinv_16,0,14
sky130_fd_sc_hd__nand2_1,195,193
sky130_fd_sc_hd__a21oi_1,192,192
sky130_fd_sc_hd__nand3b_1,5,5
sky130_fd_sc_hd__clkinv_2,0,31
sky130_fd_sc_hd__clkdlybuf4s50_1,0,110
sky130_fd_sc_hd__nand2b_2,0,4
sky130_fd_sc_hd__clkinv_1,0,20
sky130_fd_sc_hd__edfxtp_1,1024,1024
sky130_fd_sc_hd__a22oi_1,192,192
sky130_fd_sc_hd__buf_12,0,44
sky130_fd_sc_hd__or3b_2,3,3
sky130_fd_sc_hd__nor2b_4,0,4
sky130_fd_sc_hd__clkbuf_1,82,17
sky130_fd_sc_hd__nor3_1,64,64
sky130_fd_sc_hd__a31oi_1,64,64
sky130_fd_sc_hd__inv_6,0,3
sky130_fd_sc_hd__a22o_1,128,128
sky130_fd_sc_hd__nor2_4,0,33
[per-stage QoR]
stage	std cells	setup WS (ps)	power, mW
after CTS	5269	647	16.2
after floorplan	3417	2380	9.00
final	5270	654	16.1
after detailed placement	5076	649	9.69
after global placement	5076	670	9.68
after global routing	5269	441	16.6
[power groups by stage]
| stage | sequential, mW | combinational (mW) | clock, mW |
|---|---|---|---|
| after CTS | 8.02 | 1.52 | 6.66 |
| final | 8.02 | 1.53 | 6.57 |
| after global routing | 8.03 | 1.62 | 6.91 |
[critical path: stages]
cell	delay (ps)
sky130_fd_sc_hd__clkdlybuf4s50_1	690
sky130_fd_sc_hd__nor2b_4	710
sky130_fd_sc_hd__buf_4	280
sky130_fd_sc_hd__a22o_1	140
sky130_fd_sc_hd__nor3_1	50
sky130_fd_sc_hd__a31oi_1	290
sky130_fd_sc_hd__nand3_1	270
sky130_fd_sc_hd__clkdlybuf4s50_1	490
[final cells by class]
type	count	area [µm²]	share of cell area
sequential	1024	30700	0.547
multi-input combinational	2140	16900	0.301
timing repair buffer	300	3090	0.0551
clock buffer	124	2740	0.0488
tap	1612	2020	0.0359
clock inverter	69	684	0.0122
antenna	1	2.50	0.0000445
Power figures rest on the tool's default switching activity, not on a simulated workload.
